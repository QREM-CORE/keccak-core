**run.sh**
```bash
#!/bin/bash
# OpenROAD 26Q1-2900-gdf79404cd8, Yosys 0.63+post, stock flow scripts
make -C /OpenROAD-flow-scripts/flow DESIGN_CONFIG=/design/flow/config.mk WORK_HOME=/design/flow/orfs finish
```
**config.mk**
```make
export PLATFORM = sky130hd
export DESIGN_NAME = iota_step
export DESIGN_NICKNAME = iota_step
export VERILOG_FILES = /design/flow/design.v
export SDC_FILE = /design/flow/constraint.sdc
export NUM_CORES = 4
export LEC_CHECK = 1
export CORE_AREA = 10 10 70 70
export DIE_AREA = 0 0 80 80
export SYNTH_HDL_FRONTEND = slang
```
**constraint.sdc**
```tcl
current_design iota_step

set clk_period 2.1
set clk_io_pct 0.2

create_clock -name clk0 -period $clk_period

set non_clock_inputs [all_inputs -no_clocks]
set_input_delay [expr $clk_period * $clk_io_pct] -clock clk0 $non_clock_inputs
set_output_delay [expr $clk_period * $clk_io_pct] -clock clk0 [all_outputs]
```
**design.v**
```verilog
package keccak_pkg;
    typedef enum logic [2:0] {
        SHA3_256,
        SHA3_512,
        SHAKE128,
        SHAKE256
    } keccak_mode;
    parameter int BYTE_SIZE = 8;
    parameter int LANE_SIZE = 64;
    parameter int ROW_SIZE  = 5;
    parameter int COL_SIZE  = 5;
    parameter int ROUND_INDEX_SIZE = 5;
    parameter int MAX_ROUNDS = 24;
    parameter int L_SIZE = 7;
endpackage : keccak_pkg
import keccak_pkg::*;
module iota_step (
    input  logic [LANE_SIZE-1:0]        lane00_in,   
    input  logic [ROUND_INDEX_SIZE-1:0] i_r,         
    output logic [LANE_SIZE-1:0]        lane00_out   
);
    localparam logic ROUNDCONSTANTS [MAX_ROUNDS][L_SIZE] = '{
        '{ 1,       0,       0,       0,       0,        0,        0      },  
        '{ 0,       1,       0,       1,       1,        0,        0      },  
        '{ 0,       1,       1,       1,       1,        0,        1      },  
        '{ 0,       0,       0,       0,       1,        1,        1      },  
        '{ 1,       1,       1,       1,       1,        0,        0      },  
        '{ 1,       0,       0,       0,       0,        1,        0      },  
        '{ 1,       0,       0,       1,       1,        1,        1      },  
        '{ 1,       0,       1,       0,       1,        0,        1      },  
        '{ 0,       1,       1,       1,       0,        0,        0      },  
        '{ 0,       0,       1,       1,       0,        0,        0      },  
        '{ 1,       0,       1,       0,       1,        1,        0      },  
        '{ 0,       1,       1,       0,       0,        1,        0      },  
        '{ 1,       1,       1,       1,       1,        1,        0      },  
        '{ 1,       1,       1,       1,       0,        0,        1      },  
        '{ 1,       0,       1,       1,       1,        0,        1      },  
        '{ 1,       1,       0,       0,       1,        0,        1      },  
        '{ 0,       1,       0,       0,       1,        0,        1      },  
        '{ 0,       0,       0,       1,       0,        0,        1      },  
        '{ 0,       1,       1,       0,       1,        0,        0      },  
        '{ 0,       1,       1,       0,       0,        1,        1      },  
        '{ 1,       0,       0,       1,       1,        1,        1      },  
        '{ 0,       0,       0,       1,       1,        0,        1      },  
        '{ 1,       0,       0,       0,       0,        1,        0      },  
        '{ 0,       0,       1,       0,       1,        1,        1      }   
    };
    localparam int BITMAPPING [L_SIZE] = '{0, 1, 3, 7, 15, 31, 63};
    always_comb begin
        lane00_out = lane00_in;  
        for (int j = 0; j<L_SIZE; j=j+1) begin
                lane00_out[BITMAPPING[j]] = lane00_in[BITMAPPING[j]] ^ ROUNDCONSTANTS[i_r][j];
        end
    end
endmodule
```
==> impl_metrics.toml <==
# generated from flow reports
[routing]
wl_um = 1900
final_antenna_net_count = 0
wire_per_inst_um = 13.4
first_iter_violations = 6
maxUsedRoutingLayer = "met4"
dr.pass1.iters = 3
vias = 600
wl_met1_um = 742
drc = 0
wl_met3_um = 265
route.met2.wl_um = 879
diodes = 0
via_per_inst = 4.26

[sta]
finalCritPeriodShare_pct = 95.7
setup_viol = 0
slew-limit-headroom_pct = 78.7
fin_ws_ns = 0.0898
hold_violations = 0
hold_slack_ns = 0.840
finalMaxSlewViolations = 0
tightest_slew_ns = 0.319
fin_crit_ns = 2.01
max_freq_ghz = 0.497

[worst_hold_path]
hp-class = "in2out"

[cts]
postCtsSetupBuffers = 0

[placed_design]
post-place-ws_ns = -0.890
place_congestion = 0.799
numPortBuffers = 19
dp_hpwl_um = 1500

[grt]
grt_pass1_vias = 623
grt_max_degree = 9
antenna_found_initial = 0
grt_pass1_wl_um = 3050
grtUsageTotal_pct = 5.57
overflow = 0

[die]
die_area_mm2 = 0.00640
coreArea_mm2 = 0.00342
ios = 133
die_x_um = 80
die_y_um = 80
num_rows = 21
fp_util_pct = 26.7

[layout]
regArea_um2 = 0
synthToLayoutAreaGrowth_pct = 1.51
nClkBuffers = 0
fin_util_pct = 27.1
final_layout_size_suffix_gt1_share_pct = 55.8
flop-count = 0

[synth]
yosys_cells = 121
synth_seq_share_pct = 0
top_cell_area_share_pct = 47.7
post-synth-top-count-cell = "buf_4"
syn_area_per_cell_um2 = 7.55
synthDistinctLibCells = 27
top_area_cell = "buf_4"
syn_inst = 121
top_cells_by_area = "buf_4, ha_1, xnor2_1"
ys_warn_count = 0
syn-cell-area_um2 = 913
ys_chip_area_um2 = 913
synthTopCellsByCount = "buf_4, ha_1, xnor2_1"

[power_and_ir_drop]
p_leak_nw = 0.368
ir_drop_mv = 0.0671
p_total_uw = 200
power_density_mw_per_mm2 = 215

[run]
warnings = 39
max_cap_violations = 0

[setup_path]
cp_slowest_cell = "ha_1"
crit_arrival_ns = 1.59
max_stage_delay_ns = 0.20
crit_required_ns = 1.68
worst-path-max-fanout = 6
cp_cell_sequence = "buf_6, buf_4, ha_1, a21o_1, o32ai_2, o41ai_2, xor2_1, buf_2"
cp-start-kind = "input port"
path_class = "in2out"
crit_path_end_kind = "output pin"

[run_status]
status = "completed"
## cell usage in the layout (no fill, tap or decap), types with 2 or more instances in the layout
cell | synthesis | layout
buf_6 | 2 | 4
ha_2 | 0 | 2
dlygate4sd2_1 | 0 | 3
xor2_1 | 2 | 2
a22oi_2 | 0 | 3
ha_1 | 8 | 3
xnor2_1 | 6 | 5
nand2b_1 | 2 | 2
clkdlybuf4s50_1 | 0 | 7
buf_4 | 58 | 14
nand2_1 | 4 | 4
nor3_1 | 4 | 3
ha_4 | 0 | 3
nor3b_2 | 1 | 2
inv_4 | 0 | 2
a21oi_2 | 0 | 2
nor2_1 | 4 | 3
a21oi_1 | 4 | 2
clkbuf_2 | 0 | 2
o21ai_1 | 3 | 2
o21ai_2 | 0 | 2
buf_2 | 1 | 4
## logic make-up after synthesis
logic type                 Yosys count  share of synthesized area [%]
AOI/OAI and AO/OA                   20                           15.9
xor gates and xnor gates             8                           7.67
adders and majority gates            8                           11.0
buffers and inverters               65                           52.3
muxes                                1                           1.23
and+or+nand+nor                     19                           11.9
## where the power goes
part	total (mW)	switching, mW	leakage, nW	internal [mW]
logic	0.200	0.0838	0.368	0.116
registers	0	0	0	0
clock network	0	0	0	0
## worst max-delay path, delay by kind of cell
kind	cells	cell delay, ns
AOI/OAI and AO/OA	3	0.42
xor gates and xnor gates	1	0.17
adders and majority gates	1	0.20
buffers and inverters	3	0.38
## per-layer routing
metal / vias to the layer above / global-route usage, %
met3: 4 / 2.61
met4: 0 / 0.528
met5: - / 0
met1: 268 / 6.60
li1: 292 / -
met2: 36 / 9.23
## final cells by class
type                       instances  area [um^2]
fill                             369         2490
inverter                           4         20.0
multi-input combinational         56          562
tap                               46         57.6
timing repair buffer              35          288
## path summary, 6_finish.rpt
check / cells past startpoint / start / end / slack (ns)
setup / recovery: 8 / i_r[0] / lane00_out[7] / 0.09
hold / removal: 0 / lane00_in[10] / lane00_out[10] / 0.84
## metrics by stage
stage               TNS [ns]  std cells  area [um^2]
floorplan                  0        121          913
global placement       -5.15        141          818
detailed placement     -5.15        141          818
CTS                        0        141          887
global route        -0.00176        141          927
finish                     0        141          927
## what timing repair did
item	in CTS	in global routing
setup endpoints to repair	7	5
hold buffers	0	0
gates resized	54	14
cloned	0	0
pin swaps	19	11
No activity file was given, so power comes from the tool's default toggle rates.
